[flow/design.v]
`timescale 1ns / 1ps
module calc_pos(
	input wire[3:0] x,
	input wire[4:0] y,
	input wire[19:0] type,
	output reg[7:0] L_1,
	output reg[7:0] L_2,
	output reg[7:0] L_3,
	output reg[7:0] L_4
    );
	always@(*) begin
		L_1 = (x + type[19:18]) + (y + type[17:16]) * 8'd10;
		L_2 = (x + type[15:14]) + (y + type[13:12]) * 8'd10;
		L_3 = (x + type[11:10]) + (y + type[9:8])   * 8'd10;
		L_4 = (x + type[7:6])   + (y + type[5:4])   * 8'd10;
	end
endmodule
[flow/run.sh]
#!/bin/bash
# OpenROAD 26Q1-2900-gdf79404cd8, Yosys 0.63+post, stock flow scripts
make -C /OpenROAD-flow-scripts/flow DESIGN_CONFIG=/design/flow/config.mk WORK_HOME=/design/flow/orfs finish
[flow/config.mk]
export PLATFORM = sky130hd
export DESIGN_NAME = calc_pos
export DESIGN_NICKNAME = calc_pos
export VERILOG_FILES = /design/flow/design.v
export SDC_FILE = /design/flow/constraint.sdc
export NUM_CORES = 4
export LEC_CHECK = 1
export CORE_UTILIZATION = 40
[flow/constraint.sdc]
current_design calc_pos

set clk_period 4.3
set clk_io_pct 0.2

create_clock -name clk0 -period $clk_period

set non_clock_inputs [all_inputs -no_clocks]
set_input_delay [expr $clk_period * $clk_io_pct] -clock clk0 $non_clock_inputs
set_output_delay [expr $clk_period * $clk_io_pct] -clock clk0 [all_outputs]
==> metrics.csv <==
stage;metric;value;unit
global_routing;track_usage;0.204;
yosys;ys_cells;239;
drt;vias_per_cell;4.59;
power;swShare;0.375;
yosys;top_logic_kind;adder cells;
yosys;yosys_area;2100;µm²
yosys;simple_gate_area_frac;0.0922;
power;power_leakage;1.90;nW
sta;min_period;4.26;ns
yosys;top_cells_by_area;ha_1, xnor2_1, fa_1;
yosys;synth_area;2100;µm²
critical_path;cp.required;3.44;ns
worst_hold_path;hold_depth;7;
placed_design;placed_cells;424;
run;tool_warnings;38;
yosys;syn_avg_cell_area;8.80;µm²
critical_path;end_kind;primary output;
drt;ant_nets;0;
yosys;xor_area_frac;0.200;
final_layout;final_core_util;0.820;
critical_path;cp_cell_sequence;buf_2 > ha_4 > a21o_1 > nand2_2 > xnor2_2 > ha_4 > ha_4 > fa_2 > inv_2 > a2111oi_4 > xnor2_1 > xnor2_1 > buf_2;
sta;period_used_share;0.990;
sta;max_freq;0.235;GHz
placed_design;dp_slack;-0.894;ns
drt;dr_total_vias;2087;
yosys;fa_ha_area_frac;0.509;
critical_path;worstPathArrival;3.40;ns
critical_path;cp_slowest_cell;fa_2;
final_layout;clkbuf_count;0;
worst_hold_path;min_to;L_1[7];
critical_path;critical_path_class;input port to primary output;
cts;cts_hold_buf;0;
drt;drc_errors;0;
yosys;top_area_cell;ha_1;
final_layout;drive_above_1_share;0.551;
yosys;yosysMostFrequentCell;ha_1;
drt;diodes;0;
global_routing;overflow;0;
drt;wirelength;5.84;mm
critical_path;critPathMostFrequentCell;ha_4;
power;internal_power;0.000839;W
outcome;status;finished clean;
floorplan;rows;26;
yosys;common_cells;ha_1, xnor2_1, inv_1;
yosys;yosysWarnings;1;
power;combPwrFrac;1.000;
floorplan;dieWidth;74.5;µm
power;p_sw;0.000503;W
floorplan;fp.dieH;74.5;µm
sta;timing.slew.headroom;0.694;
sta;fin_ws;0.0431;ns
critical_path;critPathMaxStageDelay;0.54;ns
final_layout;flop-count;0;
global_routing;grt_first_pass_wirelength;8.80;mm
global_routing;grt_max_degree;9;
floorplan;num_io_pins;61;
worst_hold_path;hold_path.class;input port to primary output;
placed_design;hpwl;3.76;mm
yosys;netlist.area_leader.share;0.357;
critical_path;worstSetupStartpoint;type[17];
global_routing;antenna_found_initial;0;
run;cap_violations;0;
global_routing;use_met1;0.290;
sta;rsz0062_at_grt;yes;
power;power_density;322;nW/µm²
worst_hold_path;hp-start;y[2];
yosys;syn_inst;239;
power;vdd_drop_max;0.276;mV
power;pwr-share-clk;0;
sta;worst_pin_slew;0.458;ns
drt;first_pass_iters;4;
yosys;ys_types;20;
floorplan;fp.coreArea;5070;µm²
global_routing;busiest_layer;met2;
floorplan;chipArea;5550;µm²
sta;hold_viol;0;
final_layout;fin_cells;455;
placed_design;portBuffers;57;
final_layout;n_fill_cell;287;
global_routing;grt_pass1_vias;2063;
final_layout;area_delta_synth_final;97.9;%
floorplan;fp_util;0.414;
sta;slew_viol_final;0;
critical_path;path_max_fanout;2;
placed_design;place.gp.congestion;0.830;
critical_path;start_kind;input port;
global_routing;use_met3;0.0110;
yosys;ys_sh_aoi;0.119;
drt;wl_per_cell;12.8;µm
power;seqPwrFrac;0;
power;finalPower;0.00134;W
global_routing;met2_usage;0.371;
final_layout;register_area;0;µm²
yosys;mux_share;0;
drt;drt-initial-drc-count;28;
sta;setup_violations;0;
yosys;seq_area_frac_synth;0;
[critical path: cells and delay by family]
| kind | cells | cell delay (ns) |
|---|---|---|
| adder cells (fa/ha/maj) | 4 | 1.21 |
| XOR/XNOR | 3 | 0.54 |
| buffers and inverters | 3 | 0.29 |
| AND/OR/NAND/NOR | 1 | 0.08 |
| AND-OR/OR-AND | 2 | 0.42 |
[layer usage]
layer | part of all wire | vias to the layer above | wire [µm]
met5 | 0 | - | 0
li1 | - | 1086 | -
met3 | 0.023 | 2 | 132
met1 | 0.49 | 972 | 2880
met2 | 0.48 | 27 | 2790
met4 | 0.0058 | 0 | 34
[cells by family (layout without fill, tap and decap cells)]
| logic type | count (synthesis) | after routing |
|---|---|---|
| adder cells (fa/ha/maj) | 76 | 76 |
| XOR/XNOR | 48 | 48 |
| buffers and inverters | 41 | 187 |
| AND/OR/NAND/NOR | 40 | 40 |
| AND-OR/OR-AND | 34 | 34 |
[cell usage in the layout (no fill, tap or decap), types with 11 or more instances in the layout]
cell             synthesis  layout
ha_4                     0      31
a21o_1                  11      11
dlygate4sd2_1            0      11
ha_1                    60      26
xnor2_1                 39      31
buf_6                    1      12
fa_2                     0      12
inv_1                   37      29
buf_4                    1      83
clkdlybuf4s50_1          0      27
[per-stage QoR]
step / TNS, ns / area [µm²] / hold slack, ns
floorplan: 0 / 2100 / 1.79
global placement: -13.44 / 3200 / 2.74
detailed placement: -13.62 / 3200 / 2.74
CTS: -0.0366 / 3940 / 2.58
global route: -0.338 / 4160 / 2.66
finish: 0 / 4160 / 2.58
[what timing repair did]
item | 4_1_cts | 5_1_grt
gates resized | 179 | 38
buffers inserted | 21 | 15
endpoints found under the setup margin | 22 | 14
pin swaps | 67 | 58
[cell type report]
type                       instances  area (µm²)  area share
multi-input combinational        198        2690       0.646
inverter                          37         139      0.0334
timing repair buffer             150        1250       0.300
tap                               70        87.6      0.0210
[worst max-delay path by stage]
stage,endpoint
after CTS,L_1[7]
after global routing,L_1[7]
final,L_1[7]
[power groups by stage]
stage | logic, W | clock network, W | registers (W)
finish | 0.00134 | 0 | 0
CTS | 0.00124 | 0 | 0
global route | 0.00148 | 0 | 0
Power figures rest on the tool's default switching activity, not on a simulated workload.
