==> ./design.v <==
`timescale 1ns / 1ps
module keyboard(clk25,clr,PS2C,PS2D,xkey);
input clk25;
input clr;
input PS2C;
input PS2D;
output [15:0]xkey;
reg PS2Cf,PS2Df;
reg [7:0]ps2c_filter,ps2d_filter;
reg [10:0]shift1,shift2;
assign xkey = {shift1[8:1],shift2[8:1]};
always@(posedge clk25 or posedge clr) begin
	if(clr==1) begin
		ps2d_filter<=0;
		ps2c_filter<=0;
		PS2Cf<=1;
		PS2Df<=1;
	end
	else begin
		ps2c_filter[7]<=PS2C;
		ps2c_filter[6:0]<=ps2c_filter[7:1];
		ps2d_filter[7]<=PS2D;
		ps2d_filter[6:0]<=ps2d_filter[7:1];
		if(ps2c_filter==8'b11111111)
			PS2Cf<=1;
		else 
			if(ps2c_filter==8'b00000000)
			PS2Cf<=0;
			if(ps2d_filter==8'b11111111)
				PS2Df<=1;
			else
				if(ps2d_filter==8'b00000000)
					PS2Df<=0;
	end
end
always@(negedge PS2Cf or posedge clr) begin
	if(clr==1)	begin
		shift1<=0;
		shift2<=1;
	end
	else begin
		shift1<={PS2Df,shift1[10:1]};
		shift2<={shift1[0],shift2[10:1]};
	end
end
endmodule
==> ./run.sh <==
#!/bin/bash
# OpenROAD 26Q1-2900-gdf79404cd8, Yosys 0.63+post, stock flow scripts
make -C /OpenROAD-flow-scripts/flow DESIGN_CONFIG=/design/flow/config.mk WORK_HOME=/design/flow/orfs finish
==> ./config.mk <==
export PLATFORM = sky130hd
export DESIGN_NAME = keyboard
export DESIGN_NICKNAME = keyboard
export VERILOG_FILES = /design/flow/design.v
export SDC_FILE = /design/flow/constraint.sdc
export NUM_CORES = 4
export LEC_CHECK = 1
export CORE_AREA = 10 10 95 95
export DIE_AREA = 0 0 105 105
==> ./constraint.sdc <==
current_design keyboard

set clk_period 1.8
set clk_io_pct 0.2

create_clock -name clk0 -period $clk_period [get_ports {clk25}]

set non_clock_inputs [all_inputs -no_clocks]
set_input_delay [expr $clk_period * $clk_io_pct] -clock clk0 $non_clock_inputs
set_output_delay [expr $clk_period * $clk_io_pct] -clock clk0 [all_outputs]
==> results.txt <==
run metrics: Avg Synthesized Cell Area=17.3 um2, Post-Syn Instances=68, Synth-to-Final Area Change=20.6%, Synth warnings=1, Synth top area share=44.6%, die width=105 um, hold buffer count at CTS=0, # Cells Yosys=68, OpenROAD warnings=25, crit start category=register, Final Slew Violations=0, Post CTS Setup Buffer Count=0, HP Class=register to register, CP arrival=1440 ps, layout cells sized above 1=7.89%, final setup vio count=0, Clock Skew=1.82 ps, Final period util=70.2%, VDD IR max=0.000341 V, DR WL/cell=9.05 um, Hold Crit Depth=0, number of synthesized register bits=39, ant diodes=0, Top cell excl fill/tap=dfrtn_1, CP required=1970 ps, Worst Tran Pin Value=658 ps, row count=30, max_slew headroom=56.1%, Max Buffers Root-to-Sink=2, core area=6910 um2, largest net degree at the start of global routing=23, CTS tree=done, outcome=completed, Via density=2.93, H-tree lvl count=1, Pwr Density=590 nW/um2, count of unclocked register or latch pins=21, DR vias=504, clk root buf=clkbuf_8, DIE AREA=11000 um2, RSZ-0062 raised after global routing=false, final WL=1560 um, Layout Cells excl Fill=172, Worst Reg-to-Reg Cells=3, Reg clk slew, reported paths=60 ps, Die H=105 um, Placer Congestion=0.655, first-pass GRT wire length=2730 um, Iter 0 DRT Violations=20, Port Buffers=19, count of cells resized by post-cts repair=0, first-pass detailed-route iteration total=3, final tally of hold violations=0, FF/Latch Area=978 um2, YS chip area=1180 um2, vias in the first global route=540, initial antenna violation count=0, Area after DPL=1380 um2, setup TNS=0 ps, endpoints left unconstrained=37, All-Layer GR Usage=2.91%, remaining global-route overflow=0, Max Cap Viol=0, DRC Markers=0, Netlist Area Pre-Place=1180 um2, IO Count=20, Unique cell types=8, design area=1420 um2, total CTS buffers=3, Max Clk Rate=792 MHz, clk latency late pin=250 ps, Largest cells by area=dfrtn_1 45%, dfrtp_1 34%, buf_4 10%, DP HPWL=1230 um, CP Max Fanout=3, sequential share of the synthesized area=83.1%, minimum clock period=1260 ps, Lkg Pwr=0.000602 uW, Setup CP Type=register to register, floorplan utilization=17.0%, placed insts=168, number of fill cells=737, most frequent cells in the layout=21 x dfrtn_1, 19 x clkdlybuf4s50_1, 16 x dfrtp_1, endpoint class of the critical path=register, Comb area=75.1 um2, Synth area leader=dfrtn_1, ANT nets after route=0
-- worst paths after layout --
path | startpoint | to | slack [ps]
max in group asynchronous | clr | ps2c_filter[4] | 870
worst min register to register | ps2c_filter[2] | ps2c_filter[1] | 390
min in group asynchronous | clr | ps2d_filter[6] | 510
worst min-delay path | ps2c_filter[2] | ps2c_filter[1] | 390
worst max-delay path | ps2d_filter[5] | PS2Df | 540
worst max register to register | ps2d_filter[5] | PS2Df | 540
-- logic make-up (layout without fill, tap and decap cells) --
| group | count (synthesis) | after routing | synth area share (%) |
|---|---|---|---|
| AOI/OAI and AO/OA | 4 | 4 | 1.70 |
| DFF | 39 | 39 | 83.1 |
| and+or+nand+nor | 8 | 8 | 4.68 |
| buffers and inverters | 17 | 25 | 10.5 |
-- cell type report --
type	count	share of cell area, %
flip-flops and latches	39	68.9
repair buffers	20	13.9
well taps	96	8.46
multi-input cells	12	5.29
clock buffers	4	3.17
inverters	1	0.264
-- synthesized netlist by cell type (all sizes together) --
cell	instances
dfstp	2
nand4	4
buf	16
dfrtn	21
or4	4
inv	1
dfrtp	16
o21ai	4
-- power by group --
part / internal [uW] / leakage, uW / switching (uW)
Clock: 157 / 0.0000228 / 119
Combinational: 20.6 / 0.0000865 / 21.4
Sequential: 492 / 0.000492 / 28.1
Total: 669 / 0.000602 / 169
-- sequential cells by signal, indices dropped and copies added (netlist names) --
name and count:
ps2d_filter 8, ps2c_filter 8, shift1 11, PS2Df 1, PS2Cf 1, shift2 10
-- critical path, cell delays in order, from the launching register on --
cell	delay, ps
dfrtp_1	400
or4_1	560
o21ai_1	160
o21ai_1	80
-- through the flow --
stage / worst slack [ps] / power [uW] / util [%] / hold WS (ps)
finish: 537 / 838 / 20.6 / 392
global route: 488 / 876 / 20.6 / 415
CTS: 542 / 850 / 20.6 / 394
detailed placement: 548 / 572 / 19.9 / 378
global placement: 626 / 568 / 19.9 / 376
floorplan: 555 / 545 / - / 366
-- metal layers --
layer  up-vias  global-route usage, %  part of all wire, %
met4         0                  0.294                 0.64
met3         2                   1.99                   13
met2        21                   3.74                   38
met1       252                   4.08                   49
li1        229                      -                    -
met5         -                      0                    0
No activity file was given, so power comes from the tool's default toggle rates.
